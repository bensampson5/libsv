[/design/flow/run.sh]
#!/bin/bash
# OpenROAD 26Q1-2900-gdf79404cd8, Yosys 0.63+post, stock flow scripts
make -C /OpenROAD-flow-scripts/flow DESIGN_CONFIG=/design/flow/config.mk WORK_HOME=/design/flow/orfs finish
[/design/flow/config.mk]
export PLATFORM = sky130hd
export DESIGN_NAME = onehot_mux
export DESIGN_NICKNAME = onehot_mux
export VERILOG_FILES = /design/flow/design.v
export SDC_FILE = /design/flow/constraint.sdc
export NUM_CORES = 4
export LEC_CHECK = 1
export CORE_AREA = 10 10 70 70
export DIE_AREA = 0 0 80 80
[/design/flow/constraint.sdc]
current_design onehot_mux

set clk_period 1.2
set clk_io_pct 0.2

create_clock -name clk0 -period $clk_period

set non_clock_inputs [all_inputs -no_clocks]
set_input_delay [expr $clk_period * $clk_io_pct] -clock clk0 $non_clock_inputs
set_output_delay [expr $clk_period * $clk_io_pct] -clock clk0 [all_outputs]
[/design/flow/design.v]
module onehot_mux #(
    parameter int PORTS         = 4,
    parameter int DATA_WIDTH    = 8
) (
    input  logic [PORTS*DATA_WIDTH-1:0] i_data,
    input  logic [           PORTS-1:0] i_select,
    output logic [      DATA_WIDTH-1:0] o_data
);
    always_comb begin
        o_data = '0;
        for (int i = 0; i < PORTS; ++i) begin
            o_data |= {(DATA_WIDTH) {i_select[i]}} & i_data[((i+1)*DATA_WIDTH-1)-:DATA_WIDTH];
        end
    end
endmodule : onehot_mux
==> out/metrics.csv <==
stage;metric;value;unit
global_route;first-pass GRT wire length;2260;um
synth;Area leader share;33.3;%
global_route;vias in the first global route;419;
run;total of max-cap violations;0;
floorplanning;die area;6400;um2
synth;Yosys chip area;225;um2
floorplanning;Core ar.;3420;um2
floorplanning;# rows;21;
sta;Tightest Pin Transition;214;ps
worst_setup_path;critical-path maximum fanout;1;
clocking;Hold-fix buffers, CTS;0;
global_route;gr ovfl total;0;
layout;sequential cells;0;
worst_setup_path;CP Launch Type;input port;
worst_setup_path;Crit Path Category;in2out;
sta;Max-slew headroom;85.7;%
layout;Layout clock buffers;0;
power;VDD IR max;0.0000527;V
detailed_routing;DRC;0;
layout;share of post-route cells with drive strength above 1;44.2;%
synth;cells in synth_stat.txt;28;
detailed_routing;First-pass DRT Iterations;4;
layout;synth-to-layout area growth;228;%
placed_design;global placement routability congestion;0.744;
worst_setup_path;crit path launch;i_data[4];
floorplanning;Die W;80;um
global_route;largest net degree at the start of global routing;9;
layout;most frequent logic cells in the routed design;31 x dlygate4sd2_1, 14 x a22oi_2, 9 x buf_2;
detailed_routing;final WL;1590;um
sta;FMAX;861;MHz
detailed_routing;number of DRC markers in iteration 0;9;
synth;Mean Syn Cell Area;8.04;um2
layout;storage element area;0;um2
detailed_routing;Routed Antenna Nets;0;
synth;Cell variety after synth;4;
sta;crit path time final;1160;ps
placed_design;I/O Buffers;44;
sta;setup violators final;0;
run;OpenROAD warning count;32;
synth;synthesized cell area;225;um2
worst_setup_path;worst endpoint data arrival time;920;ps
detailed_routing;vias post-DR;397;
floorplanning;I/O pin cnt;44;
sta;final max-slew violation count;0;
worst_hold_path;Hold WC Path Type;in2out;
global_route;gr usage total;4.50;%
power;Leakage;0.352;nW
sta;RSZ-0062 raised after global routing;no;
detailed_routing;Diodes inserted;0;
synth;Cells after Synth;28;
floorplanning;Die Y;80;um
synth;Post-synth seq share;0;%
worst_setup_path;Critical Path Sink;o_data[4];
synth;cell type with the largest total area;a22oi_1;
detailed_routing;DR vias/cell;3.23;
synth;yosys warns;1;
layout;most frequent logic cell in the layout;dlygate4sd2_1;
sta;post-layout period usage;96.8;%
power;Power Density;293;nW/um2
layout;Finished Core Util;21.6;%
global_route;initial antenna violation count;0;
sta;Final Hold Vio Count;0;
worst_setup_path;Data required, critical path;960;ps
synth;synth top area cells;a22oi_1 33%, a22oi_2 33%, buf_6 20%, nand2_1 13%;
floorplanning;fp util;6.59;%
sta;Final TNS setup;0;ps
worst_setup_path;Worst Setup End Kind;output pin;
layout;fillers;385;
detailed_routing;routed length per placed instance;12.9;um
status;status;finished clean;
==> cell type report <==
cell class	count	area, um2	area share, %
Multi-Input combinational cell	24	220	29.8
Tap cell	46	57.6	7.78
Timing Repair Buffer	53	462	62.4
==> worst min-delay path by stage <==
stage	cells after the start	to	slack, ps	start
finish	4	o_data[7]	770	i_data[31]
global route	4	o_data[7]	790	i_data[31]
CTS	5	o_data[6]	860	i_select[0]
==> layer usage <==
metal  GRT usage [%]  wire (um)  up-vias  part of all wire (%)
met5               0          0        -                     0
li1                -          -      210                     -
met4               0          0        0                     0
met3               0          0        0                     0
met1            3.76        405      187                    26
met2            11.1       1180        0                    74
==> report_power, final <==
part / total (mW) / switching (mW) / internal (mW)
combinational: 0.217 / 0.0727 / 0.144
clock: 0 / 0 / 0
sequential: 0 / 0 / 0
==> what timing repair did <==
item | in CTS | in global routing
buffers inserted | 6 | 0
hold endpoints to repair | 0 | 0
endpoints found under the setup margin | 8 | 8
resized | 79 | 3
pin swaps | 23 | 7
==> stage by stage <==
step,cell area [um2],power (mW),setup WS [ps],hold slack (ps),instances
6_report,739,0.217,38.2,770,123
5_1_grt,739,0.234,2.49,794,123
4_1_cts,759,0.230,0.0875,865,124
3_5_place_dp,721,0.245,-693,1480,118
3_3_place_gp,721,0.244,-678,1480,118
2_1_floorplan,225,0.0649,408,537,28
==> critical path: stages <==
cell           delay, ps
dlygate4sd2_1        240
a22oi_2              150
nand2_1               60
dlygate4sd2_1        230
==> Yosys cell counts <==
master,n
nand2_1,8
buf_6,4
a22oi_1,10
a22oi_2,6
==> logic make-up (layout without fill, tap and decap cells) <==
logic type	Yosys count	in the layout	share of synthesized area, %
AND-OR/OR-AND	16	16	66.7
buffers and inverters	4	53	20.0
AND/OR/NAND/NOR	8	8	13.3
No activity file was given, so power comes from the tool's default toggle rates.
