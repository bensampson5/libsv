<file path="flow/design.v">
module sync_fifo #(
    parameter int DATA_WIDTH    = 8,
    parameter int FIFO_DEPTH    = 4
) (
    input  logic                  i_clock,
    input  logic                  i_aresetn,
    input  logic                  i_wr_en,
    input  logic                  i_rd_en,
    input  logic [DATA_WIDTH-1:0] i_data,
    output logic [DATA_WIDTH-1:0] o_data,
    output logic                  o_full,
    output logic                  o_empty
);
    typedef enum logic [2:0] {
        EMPTY = 3'b001,
        BUSY  = 3'b010,
        FULL  = 3'b100
    } state_t;
    state_t state, next_state;
    logic write, read;   
    logic [$clog2(FIFO_DEPTH)-1:0] wr_addr, rd_addr;
    logic [$clog2(FIFO_DEPTH)-1:0] next_wr_addr, next_rd_addr;
    logic [FIFO_DEPTH-1:0][DATA_WIDTH-1:0] fifo_mem;
    always_ff @(posedge i_clock, negedge i_aresetn) begin
        if (!i_aresetn) begin
            o_empty <= 1'b1;
            o_full  <= 1'b0;
        end else begin
            o_empty <= next_state == EMPTY;
            o_full  <= next_state == FULL;
        end
    end
    always_comb begin : next_state_logic
        write = i_wr_en && (state != FULL);
        read  = i_rd_en && (state != EMPTY);
        unique case (state)
            EMPTY: begin
                next_state = EMPTY;
                if (write) next_state = BUSY;
            end
            BUSY: begin
                next_state = BUSY;
                if (read && !write && next_rd_addr == wr_addr) next_state = EMPTY;
                else if (!read && write && next_wr_addr == rd_addr) next_state = FULL;
            end
            FULL: begin
                next_state = FULL;
                if (read) next_state = BUSY;
            end
            default: next_state = EMPTY;
        endcase
    end : next_state_logic
    always_ff @(posedge i_clock, negedge i_aresetn) begin : current_state_logic
        if (!i_aresetn) begin
            state <= EMPTY;
        end else begin
            state <= next_state;
        end
    end : current_state_logic
    always_comb begin : next_wr_rd_addr_logic
        next_wr_addr = wr_addr == $bits(wr_addr)'(FIFO_DEPTH - 1) ? '0 : wr_addr + 1'b1;
        next_rd_addr = rd_addr == $bits(rd_addr)'(FIFO_DEPTH - 1) ? '0 : rd_addr + 1'b1;
    end : next_wr_rd_addr_logic
    always_ff @(posedge i_clock, negedge i_aresetn) begin : update_rd_wr_addr
        if (!i_aresetn) begin
            rd_addr <= '0;
            wr_addr <= '0;
        end else begin
            wr_addr <= write ? next_wr_addr : wr_addr;
            rd_addr <= read ? next_rd_addr : rd_addr;
        end
    end : update_rd_wr_addr
    always_ff @(posedge i_clock, negedge i_aresetn) begin : data_path_logic
        if (!i_aresetn) begin
            fifo_mem <= '0;
        end else begin
            if (write) fifo_mem[wr_addr] <= i_data;
        end
    end : data_path_logic
    assign o_data = fifo_mem[rd_addr];
endmodule
</file>
<file path="flow/run.sh">
#!/bin/bash
# OpenROAD 26Q1-2900-gdf79404cd8, Yosys 0.63+post, stock flow scripts
make -C /OpenROAD-flow-scripts/flow DESIGN_CONFIG=/design/flow/config.mk WORK_HOME=/design/flow/orfs finish
</file>
<file path="flow/config.mk">
export PLATFORM = sky130hd
export DESIGN_NAME = sync_fifo
export DESIGN_NICKNAME = sync_fifo
export VERILOG_FILES = /design/flow/design.v
export SDC_FILE = /design/flow/constraint.sdc
export NUM_CORES = 4
export LEC_CHECK = 1
export CORE_UTILIZATION = 40
</file>
<file path="flow/constraint.sdc">
current_design sync_fifo

set clk_period 4.3
set clk_io_pct 0.2

create_clock -name clk0 -period $clk_period [get_ports {i_clock}]

set non_clock_inputs [all_inputs -no_clocks]
set_input_delay [expr $clk_period * $clk_io_pct] -clock clk0 $non_clock_inputs
set_output_delay [expr $clk_period * $clk_io_pct] -clock clk0 [all_outputs]
</file>
==> results.ini <==
[clocking]
htree_levels=2
cts_setup_buffers=0
cts_buffers=5
ctsResizeCount=0
path_clk_slew_ns=0.07
cts_sinks=41
cts_tree=built
ctsRootBufferMaster=clkbuf_8
cts_hold_buf=0
cts_max_path_buffers=2
clock_latency_ns=0.29

[detailed_routing]
drt_iter0_drc=66
via_count=1306
antennaDiodeCount=0
dr.pass1.iters=4
wl_per_cell_um=18.4
routed_wl_mm=4.14
viasPerCell=5.80
antenna_left=0
route.detailed.drc=0

[placed_design]
placed_cell_area_um2=2160
port_buffers=21
post-place-ws_ns=1.63
placedCellCount=218
place.gp.congestion=0.843
dp.final_hpwl_mm=2.68

[logic_synthesis]
syn-cell-area_um2=1930
ys_ff=41
edf_count=0
synth_top_cell_by_area=dfrtp_1
synth-xor-area-share_pct=1.82
flop_cell=dfrtp_1
syn_inst=149
most_common_cell=dfrtp_1
synth.cells.most_frequent=dfrtp_1 (39), a22o_1 (25), nand2_1 (20)
ys_async_sr_fraction_pct=100
synthSimpleGateAreaFrac_pct=8.83
ys_types=28
yosysSeqAreaShare_pct=53.3
top_cells_by_area=dfrtp_1 (51%), a22o_1 (11%), mux4_2 (9.3%)
mux_share_pct=10.5
synth.logic.top_family=AND-OR/OR-AND gates
ys_cells=149
synthAdderAreaFrac_pct=3.24
synth_top_area_share_pct=50.6
syn_area_per_cell_um2=12.9
aoi_share_pct=18.7
synth_warnings=1
ys_area_um2=1930

[final_timing]
tightest_slew_ns=0.729
max_freq_ghz=0.339
report.final.hold_viol_count=0
min_period_ns=2.95
grt_setup_unrepaired=no
timing.setup.tns_ns=0
slew_violations=0
setup_violations=0
slew_headroom_pct=51.3
finalClockPeriodUsage_pct=68.6
fin_ws_ns=1.35
clock_skew_ns=0.00968

[grt]
overflow=0
grt_usage_pct=17.9
grt_pass1_wl_mm=6.68
antenna_found_initial=0
grt_max_degree=42
grt_pass1_vias=1363

[critical_path]
path_class=register to output port
crit_path_start_kind=register
worst_ep_required_time_ns=3.44
worstSetupEndpointType=output port
critPathMaxFanout=12
cp.arrival_ns=2.09

[floorplan]
dieHeight_um=71.4
dieArea_um2=5100
core_um2=4500
pin_count=22
placementRows=24
initCoreUtil_pct=42.8
die_x_um=71.4

[status]
status=finished clean

[run]
tool_warnings=28
max_cap_viol_count=0

[power]
powerDensity_nw_per_um2=747
power_leakage_nw=0.973
peakVddDrop_mv=0.384

[cells_and_area]
fillers=388
layout-drive-gt1-share_pct=16.8
area_delta_synth_final_pct=16.5
final_cells=225
fin_area_um2=2250

[worst_hold_path]
hp-class=register to register

==> metal layers <==
metal  vias up  track usage (%)  wire length, µm
li1        601                -                -
met1       645             27.7             1910
met2        54             26.3             1870
met3         6             6.13              294
met4         0             2.89               61
met5         -                0                0
==> cell type report <==
class,count,area (µm²),area share (%)
multi-input combinational,98,831,37.0
clock inverter,1,7.51,0.334
timing repair buffer,22,213,9.47
tap,52,65.1,2.90
sequential,41,1030,45.8
clock buffer,6,82.6,3.68
inverter,5,18.8,0.836
==> flip-flops by register name, summed over array words and instances (netlist names) <==
signal    count
wr_addr       2
state         3
fifo_mem     32
o_full        1
rd_addr       2
o_empty       1
==> metrics by stage <==
step	total power, mW	util (%)	hold WS (ns)
after CTS	1.69	49.9	0.488
final	1.68	49.9	0.484
after detailed placement	1.43	47.9	0.469
after global routing	1.79	49.9	0.528
after floorplan	1.17	-	0.444
after global placement	1.40	47.9	0.461
==> critical path, cell delays in order (launching register included) <==
cell and delay [ns]:
dfrtp_1 0.78, mux4_2 0.60, clkdlybuf4s50_1 0.42
==> logic make-up (layout without fill, tap and decap cells) <==
logic type / count (synthesis) / in the layout
AOI/OAI and AO/OA: 46 / 46
DFF: 41 / 41
and+or+nand+nor: 33 / 33
muxes: 10 / 10
buffers and inverters: 10 / 34
adders and majority gates: 5 / 5
xor gates and xnor gates: 4 / 4
==> power breakdown <==
part           switching [mW]  internal, mW  total [mW]
Sequential              0.158         0.556       0.714
Clock                   0.127         0.127       0.253
Combinational           0.284         0.426       0.710
Total                   0.569          1.11        1.68
==> layout by cell type, fill, tap and decap left out, drive strengths merged, types with 2 or more instances in the layout <==
cell type	instances
a21oi	2
a22o	25
and3	2
buf	2
clkbuf	6
clkdlybuf4s50	20
dfrtp	39
dfstp	2
ha	5
inv	5
mux2	2
mux4	8
nand2	22
nor2	5
nor4	2
o211a	2
o21ai	14
xor2	3
==> worst paths after layout <==
check                            startpoint          end  slack [ns]  cells past startpoint
worst max-delay path             rd_addr[0]    o_data[0]        1.35                      2
worst min-delay path            fifo_mem[4]  fifo_mem[4]        0.48                      2
worst max register to register   wr_addr[0]  fifo_mem[5]        2.27                      5
worst min register to register  fifo_mem[4]  fifo_mem[4]        0.48                      2
max in group asynchronous         i_aresetn     state[0]        3.30                      2
min in group asynchronous         i_aresetn  fifo_mem[2]        0.62                      2
Power is estimated from default activity; no workload was simulated.
