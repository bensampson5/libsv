==> flow/design.v <==
module bcd_encoder #(
    parameter integer N    = 8
) (
    input  logic [      N-1:0] i_bin,
    output logic [N+(N-4)/3:0] o_bcd
);
    integer i, j;
    always_comb begin
        o_bcd = {{(N - 4) / 3 + 1{1'b0}}, i_bin};   
        for (i = 0; i <= N - 4; i = i + 1) begin   
            for (j = 0; j <= i / 3; j = j + 1) begin   
                if (o_bcd[N-i+4*j-:4] > 4) begin   
                    o_bcd[N-i+4*j-:4] = o_bcd[N-i+4*j-:4] + 4'd3;   
                end
            end
        end
    end
endmodule
==> flow/run.sh <==
#!/bin/bash
# OpenROAD 26Q1-2900-gdf79404cd8, Yosys 0.63+post, stock flow scripts
make -C /OpenROAD-flow-scripts/flow DESIGN_CONFIG=/design/flow/config.mk WORK_HOME=/design/flow/orfs finish
==> flow/config.mk <==
export PLATFORM = sky130hd
export DESIGN_NAME = bcd_encoder
export DESIGN_NICKNAME = bcd_encoder
export VERILOG_FILES = /design/flow/design.v
export SDC_FILE = /design/flow/constraint.sdc
export NUM_CORES = 4
export LEC_CHECK = 1
export CORE_AREA = 10 10 70 70
export DIE_AREA = 0 0 80 80
==> flow/constraint.sdc <==
current_design bcd_encoder

set clk_period 9.4
set clk_io_pct 0.2

create_clock -name clk0 -period $clk_period

set non_clock_inputs [all_inputs -no_clocks]
set_input_delay [expr $clk_period * $clk_io_pct] -clock clk0 $non_clock_inputs
set_output_delay [expr $clk_period * $clk_io_pct] -clock clk0 [all_outputs]
==> Changelog: implementation <==
### Metrics

* # IOs at 18
* Worst-path fanout max at 15
* Tot Pwr at 0.107 mW
* Final Wtd Congestion at 0.788
* First-pass GRT wire length at 3.92 mm
* Postcts setup bufs at 0
* Startpoint Class: primary input
* Post-route ant nets at 0
* Synth Seq Share at 0%
* Hold/Removal Path Class: in -> out
* Pre-CTS WS at 0.594 ns
* Final Hold Vio Count at 0
* Yosys warns at 1
* GR Util met2 at 10.5%
* Vias in the first global route at 879
* Setup ws final at 0.550 ns
* Final worst path period share at 94.1%
* DRC violations left at 0
* Worst Tran Pin Value at 0.513 ns
* Mapped Cells at 134
* Detailed Routing Iterations Pass 1 at 4
* Worst-case vdd ir drop at 0.0675 mV
* Arrival time worst endpoint at 6.97 ns
* Global-route usage over all layers at 6.89%
* Crit Path Category: in -> out
* YS chip area at 0.00100 sq mm
* # hold bufs at CTS at 0
* Clock buf count at 0
* Port buffer count at 16
* Dpl hpwl at 1.81 mm
* Fin. max-slew vios at 0
* Initial core utilization at 29.3%
* Met1 usage at 10.5%
* Met3 Use GR at 0.909%
* Gr busiest metal: met2
* WP data required at 7.52 ns
* Seq_cells at 0
* Tool warnings at 39
* Die width at 80 um
* Syn avg cell area at 7.48 sq um
* Critical Path End Type: output pin
* RSZ-0062 raised after global routing: false
* Wire per inst at 12.0 um
* Via count at 1,002
* Initial antenna violation count at 0
* Max-cap check violation count at 0
* Std cell rows at 21
* Fin crit period at 8.85 ns
* Gr ovfl total at 0
* Post-CTS sizing at 0
* Pwr Density at 91.3 mW/mm^2
* Total die size at 0.00640 sq mm
* Final setup fails at 0
* Routed vias/inst at 5.33
* Static Leak at 0.462 nW
* Die H at 80 um
* CORE AREA at 0.00342 sq mm
* P&R area growth vs syn at 16.5%
* Reg area at 0 sq um
* Layout cells sized above 1 at 8.45%
* Peak Freq at 113 MHz
* Fill count at 369
* Distinct lib cells at 52
* 1st-iter DRT viols at 42
* Status: finished clean
* Synthesized area at 0.00100 sq mm
* Final WL at 2.25 mm
* Max_slew headroom at 65.8%
* Setup TNS at 0 ns
* Largest net degree at the start of global routing at 16
* ANT cells at 0
* Yosys Instances at 134
cell type report:
| class | count | area, sq um | share of cell area [%] |
|---|---|---|---|
| repair buffers | 16 | 160 | 13.7 |
| multi-input cells | 116 | 912 | 78.1 |
| well taps | 46 | 57.6 | 4.93 |
| inverters | 10 | 37.5 | 3.22 |
stage by stage:
step	util, %	cells	hold WS (ns)	cell area [sq um]
floorplan	-	134	3.79	1000
global placement	34.2	188	3.76	1170
detailed placement	34.2	188	3.76	1170
CTS	34.2	188	3.76	1170
global route	34.2	188	3.76	1170
finish	34.2	188	3.76	1170
critical path, stage by stage:
cell and delay, ns:
clkdlybuf4s50_1 0.63, inv_1 0.17, ha_1 0.27, inv_1 0.06
ha_1 0.42, nand2b_1 0.26, a21o_1 0.15, and2_0 0.44
nor2_4 0.10, o211ai_1 0.17, o21ai_0 0.14, ha_1 0.29
a31oi_1 0.17, o21ai_0 0.12, and3_1 0.24, xnor2_1 0.21
ha_1 0.26, inv_1 0.05, a21oi_1 0.23, mux2i_1 0.22
clkdlybuf4s50_1 0.48
Yosys cell counts (2+ instances only):
cell | count | share of area, %
nand2b_1 | 5 | 3.1
nand4_1 | 2 | 1.2
o21ai_0 | 6 | 3.0
mux2i_1 | 5 | 5.0
ha_1 | 11 | 14
and3_1 | 2 | 1.2
nor3b_1 | 4 | 3.0
buf_2 | 3 | 1.5
o221ai_1 | 2 | 1.7
xnor2_1 | 3 | 2.6
inv_1 | 9 | 3.4
o211a_1 | 2 | 2.0
o211ai_1 | 4 | 3.0
nand2_1 | 14 | 5.2
mux2_1 | 2 | 2.2
xnor2_2 | 2 | 3.2
o31ai_1 | 2 | 1.5
xor2_1 | 2 | 1.7
nand3_1 | 2 | 1.0
nor4_1 | 3 | 1.9
o2111ai_1 | 2 | 1.7
a21oi_1 | 8 | 4.0
nor2_1 | 8 | 3.0
buf_4 | 3 | 2.2
power breakdown:
part           leakage (nW)  switching [mW]  internal (mW)
Combinational         0.462          0.0496         0.0570
Sequential                0               0              0
Clock                     0               0              0
Total                 0.462          0.0496         0.0570
worst paths after layout:
kind | from | endpoint | cells after the start
max | i_bin[5] | o_bcd[2] | 21
min | i_bin[0] | o_bcd[0] | 0
kinds of logic after synthesis:
| group | synth area share, % |
|---|---|
| multiplexers | 7.24 |
| adder cells (fa/ha/maj) | 13.7 |
| buffers and inverters | 8.99 |
| AND-OR/OR-AND | 39.1 |
| XOR/XNOR | 7.62 |
| AND/OR/NAND/NOR | 23.3 |
metal layers:
metal,vias up,wire length [um]
li1,521,-
met5,-,0
met1,453,1180
met4,0,0
met2,28,957
met3,0,120
cell usage in the layout, fill, tap and decap left out, types with 2 or more instances in the layout:
| master | netlist | layout |
|---|---|---|
| o211ai_1 | 4 | 4 |
| xor2_1 | 2 | 2 |
| mux2i_1 | 5 | 5 |
| o31ai_1 | 2 | 2 |
| nand2b_1 | 5 | 5 |
| nand3_1 | 2 | 2 |
| xnor2_2 | 2 | 2 |
| o211a_1 | 2 | 2 |
| inv_1 | 9 | 9 |
| clkdlybuf4s50_1 | 0 | 16 |
| mux2_1 | 2 | 2 |
| o21ai_0 | 6 | 6 |
| ha_1 | 11 | 11 |
| and3_1 | 2 | 2 |
| nand4_1 | 2 | 2 |
| nand2_1 | 14 | 14 |
| o2111ai_1 | 2 | 2 |
| o221ai_1 | 2 | 2 |
| nor4_1 | 3 | 3 |
| a21oi_1 | 8 | 8 |
| xnor2_1 | 3 | 3 |
| nor3b_1 | 4 | 4 |
| nor2_1 | 8 | 8 |
Power is estimated from default activity; no workload was simulated.
