`flow/constraint.sdc`:
```
current_design bcd_decoder

set clk_period 8.4
set clk_io_pct 0.2

create_clock -name clk0 -period $clk_period

set non_clock_inputs [all_inputs -no_clocks]
set_input_delay [expr $clk_period * $clk_io_pct] -clock clk0 $non_clock_inputs
set_output_delay [expr $clk_period * $clk_io_pct] -clock clk0 [all_outputs]
```
`flow/config.mk`:
```
export PLATFORM = sky130hd
export DESIGN_NAME = bcd_decoder
export DESIGN_NICKNAME = bcd_decoder
export VERILOG_FILES = /design/flow/design.v
export SDC_FILE = /design/flow/constraint.sdc
export NUM_CORES = 4
export LEC_CHECK = 1
export CORE_AREA = 10 10 85 85
export DIE_AREA = 0 0 95 95
```
`flow/run.sh`:
```
#!/bin/bash
# OpenROAD 26Q1-2900-gdf79404cd8, Yosys 0.63+post, stock flow scripts
make -C /OpenROAD-flow-scripts/flow DESIGN_CONFIG=/design/flow/config.mk WORK_HOME=/design/flow/orfs finish
```
`flow/design.v`:
```
module bcd_decoder #(
    parameter integer N    = 3
) (
    input  logic [        4*N-1:0] i_bcd,
    output logic [3*N+(N+2)/3-1:0] o_bin
);
    integer i, j;
    logic [4*N-1:0] temp;   
    always_comb begin
        temp = i_bcd;   
        for (i = 0; i < 4 * (N - 1); i = i + 1) begin   
            for (j = 0; j < N - i / 4 - 1; j = j + 1) begin   
                if (temp[4+i+4*j-:4] > 7) begin   
                    temp[4+i+4*j-:4] = temp[4+i+4*j-:4] - 4'd3;   
                end
            end
        end
        o_bin = temp[3*N+(N+2)/3-1:0];   
    end
endmodule
```
==> results_slide.txt <==
Implementation Results

Worst setup path
  – Crit start category: input pin
  – Worst Path Class, Setup: in -> out
  – Worst Path Required: 6.72 ns
  – Crit path arrival time: 6.45 ns
  – Worst setup EP type: output port
  – Crit Path Max Fanout: 4
  – Crit path from: i_bcd[1]

Final timing
  – Final hold violation count: 0
  – RSZ-0062 raised after global routing: no
  – Post-route clock period utilization: 96.8%
  – Max-slew headroom: 68.6%
  – Slew @ Worst Pin: 0.458 ns
  – Slew Limit Fails: 0
  – F_max: 123 MHz
  – Minimum clock period: 8.13 ns
  – Endpoints failing setup: 0
  – Fin Hold WS: 3.36 ns
  – Setup TNS Final: 0 ns

Logic synthesis
  – Synth Warn #: 1
  – Ys cells: 130
  – Top cells by area: ha_1, xnor2_1, nand2b_1, xnor2_2, nand2_1
  – Cells after synthesis: 130
  – Post-Syn Area: 1070 sq um
  – Yosys synthesis chip area: 1070 sq um
  – Synth cell types: 48
  – Mapped Avg Cell Area: 8.21 sq um
  – Share of the synthesized area in the top cell type: 14.1%
  – Yosys top cell by area: ha_1
  – Seq share, synth: 0%

Min path
  – HP Start: i_bcd[0]
  – Hold WC Path Type: in -> out
  – Hold endpoint: o_bin[0]
  – Hold path cells: 0

Routing
  – DR iter-0 viols: 36
  – N_diodes: 0
  – Via count: 1054
  – DRC: 0
  – Detailed Routing Iterations Pass 1: 4
  – Antenna Nets Post-Route: 0
  – Routed Wire Length: 2370 um
  – Average wire per standard cell: 9.34 um
  – Via density: 4.15

Pwr
  – Power per Cell Area: 190 nW/um^2
  – Leakage Power: 0.748 nW
  – Peak VDD IR: 120 uV
  – Power Total: 0.325 mW

Final layout
  – Logic cell area: 1090 sq um
  – Registers: 0
  – Top logic cells by instance count in the layout: buf_4, clkdlybuf4s50_1, xnor2_1
  – Clkbuf count: 0
  – P&R area growth vs syn: 60.3%
  – Register Area: 0 sq um
  – Commonest Layout Cell: buf_4
  – Fill cells: 596
  – Proportion of layout cells with a drive suffix above 1: 40.7%

Placement
  – IO buf count: 20
  – GP Congestion: 0.819
  – HPWL after DPL: 2000 um

Run
  – Log Warnings: 33
  – # Max-Cap Violations: 0

Die
  – Core area: 5470 sq um
  – Chip width: 95 um
  – Init Core Util: 19.5%
  – Die height: 95 um
  – FP Rows: 27
  – Die area: 9030 sq um
  – # IOs: 22

Clock tree
  – Hold buffers post-CTS: 0

GRT
  – GR Util All Layers: 5.12%
  – Gr ovfl total: 0
  – First-pass GRT wire length: 4060 um
  – Pin count of the biggest net entering global routing: 12
  – Initial antenna violation count: 0
  – Vias in the first global route: 988

Run status
  – Status: complete, no violations
[worst max-delay path, cell delays in order]
cell	delay, ns
clkdlybuf4s50_1	0.48
ha_2	0.28
mux2_4	0.28
ha_4	0.17
o211ai_1	0.19
nand2b_1	0.12
ha_4	0.28
nor2_2	0.04
nor2_2	0.14
ha_2	0.18
nor2_1	0.04
xnor2_1	0.22
ha_2	0.21
nor2_2	0.04
or3_4	0.38
nand2_4	0.08
ha_4	0.12
nor2_1	0.06
xnor2_2	0.17
ha_1	0.29
or2_4	0.25
o2111a_1	0.14
xnor2_1	0.13
clkdlybuf4s50_1	0.48
[per-stage QoR]
stage / area (sq um) / instances / setup WS (ns) / utilization, %
global route: 1710 / 254 / 0.0155 / 31.3
finish: 1710 / 254 / 0.268 / 31.3
detailed placement: 1570 / 250 / -0.0570 / 28.6
floorplan: 1070 / 130 / 0.924 / -
global placement: 1570 / 250 / -0.0284 / 28.6
CTS: 1580 / 250 / 0.00406 / 28.9
[area by class of cell]
type / instances / area share [%]
well taps: 72 / 5.27
inverters: 10 / 2.19
repair buffers: 57 / 28.5
multi-input cells: 115 / 64.0
[report_power, final]
| group | switching [mW] | leakage, nW | internal, mW |
|---|---|---|---|
| Sequential | 0 | 0 | 0 |
| Combinational | 0.123 | 0.748 | 0.202 |
| Clock | 0 | 0 | 0 |
| Total | 0.123 | 0.748 | 0.202 |
[cells by family (layout without fill, tap and decap cells)]
logic type | after synthesis | after routing | synth area share [%]
AND-OR/OR-AND | 33 | 33 | 27.9
XOR/XNOR | 20 | 20 | 19.9
adder cells (fa/ha/maj) | 12 | 12 | 14.1
buffers and inverters | 15 | 67 | 7.27
multiplexers | 4 | 4 | 5.16
AND/OR/NAND/NOR | 46 | 46 | 25.7
[synthesized netlist by cell type, types with 2 or more instances]
| cell | number |
|---|---|
| o211ai_1 | 4 |
| a21oi_1 | 4 |
| xor2_2 | 2 |
| o21ai_1 | 3 |
| a21o_1 | 2 |
| nand2_1 | 11 |
| xnor2_1 | 13 |
| o21a_1 | 2 |
| o31ai_1 | 2 |
| nor2_1 | 8 |
| buf_2 | 2 |
| ha_1 | 12 |
| mux2_2 | 2 |
| o21ai_0 | 3 |
| nor3_1 | 2 |
| or2_2 | 2 |
| o311ai_2 | 2 |
| xor2_1 | 2 |
| buf_6 | 2 |
| nor2_2 | 2 |
| inv_1 | 10 |
| nand2b_1 | 9 |
| xnor2_2 | 3 |
| nand3_1 | 2 |
[what timing repair did]
action,in CTS,in global routing
gates resized,3,23
cloned,0,0
setup endpoints to repair,2,2
pin swaps,0,14
setup buffers,0,4
[layer usage]
metal	GRT usage [%]	part of all wire (%)
met1	7.52	53
met2	8.52	43
met3	0.321	3.5
met4	0	0
met5	0	0
[how the worst max path moves through the flow]
stage,endpoint
after global routing,o_bin[9]
after CTS,o_bin[9]
final,o_bin[9]
Power is estimated from default activity; no workload was simulated.
